`./design.v`:
```
module SyncCounter(
  input           i_Clk,
  output reg[9:0] o_HPos = 1,
  output reg[9:0] o_VPos = 1
);
  always @(posedge i_Clk) begin
    if (o_HPos == 640 + 16 + 1   + 96 - 1   + 48) begin
      o_HPos <= 1;
      if (o_VPos == 480 + 10 + 1   + 2 - 1   + 33) begin
        o_VPos <= 1;
      end else begin
        o_VPos <= o_VPos + 1;
      end
    end else begin
      o_HPos <= o_HPos + 1;
    end
  end
endmodule
module SyncPulseGenerator(
  input [9:0] i_HPos,
  input [9:0] i_VPos,
  output      o_HSync,
  output      o_VSync);
  assign o_HSync = (i_HPos < 640 + 16 + 1) || (i_HPos > 640 + 16 + 1   + 96 - 1);
  assign o_VSync = (i_VPos < 480 + 10 + 1) || (i_VPos > 480 + 10 + 1   + 2 - 1);
endmodule
module Vga(
  input        i_Clk,
  input        i_Video,  
  output       o_HSync,
  output       o_VSync,
  output [2:0] o_Red,
  output [2:0] o_Green,
  output [2:0] o_Blue,
  output [9:0] o_HPos,
  output [9:0] o_VPos,
  output       o_HBlank,
  output       o_HReset,
  output       o_VReset);
  SyncCounter sc0(
    .i_Clk(i_Clk),
    .o_HPos(o_HPos),
    .o_VPos(o_VPos)
  );
  SyncPulseGenerator spg0(
    .i_HPos(o_HPos),
    .i_VPos(o_VPos),
    .o_HSync(o_HSync),
    .o_VSync(o_VSync)
  );
  assign o_Red   = (o_HPos <= 640 && o_VPos <= 480 && i_Video) ? -1 : 0;
  assign o_Green = (o_HPos <= 640 && o_VPos <= 480 && i_Video) ? -1 : 0;
  assign o_Blue  = (o_HPos <= 640 && o_VPos <= 480 && i_Video) ? -1 : 0;
  assign o_HBlank = o_HPos > 640;
  assign o_HReset = o_HPos == 1;
  assign o_VReset = o_VPos == 1 && o_HPos == 1;
endmodule
module Ball(
  input        i_Clk,
  input [9:0]  i_HSync_Pos,
  input [9:0]  i_VSync_Pos,
  input        i_Hit,
  output       o_Video);
  parameter p_STARTX = (640 - 10) / 2;
  parameter p_STARTY = (480 - 10) / 2;
  reg [9:0] xpos = p_STARTX;
  reg [9:0] ypos = p_STARTY;
  reg       xdir = 0;
  reg       ydir = 0;
  always @(posedge i_Clk) begin
    if (i_VSync_Pos == 480 + 10 + 1   + 2 - 1 && i_HSync_Pos == 640 + 16 + 1   + 96 - 1   + 48) begin
      xpos <= xpos + (xdir ? 1 : -1);
    end
  end
  always @(posedge i_Clk) begin
    if (i_VSync_Pos == 480 + 10 + 1 && i_HSync_Pos == 1 && i_Hit) begin
      xdir <= 1 - xdir;
    end
  end
  always @(posedge i_Clk) begin
    if (i_VSync_Pos == 480 + 10 + 1 && i_HSync_Pos == 1) begin
      ypos <= ypos + (ydir ? 1 : -1);
    end
  end
  always @(posedge i_Clk) begin
    if (i_VSync_Pos == 480 + 10 + 1   + 2 - 1 && i_HSync_Pos == 640 + 16 + 1   + 96 - 1   + 48) begin
      if (ypos == 1 || ypos == 480 - 10 + 1) begin
        ydir <= 1 - ydir;
      end
    end
  end
  assign o_Video = i_HSync_Pos >= xpos && i_HSync_Pos < xpos + 10
                && i_VSync_Pos >= ypos && i_VSync_Pos < ypos + 10;
endmodule
module Net(
  input [9:0] i_HSync_Pos,
  input [9:0] i_VSync_Pos,
  output      o_Video);
  assign o_Video = i_HSync_Pos > (640 - 4) / 2
                && i_HSync_Pos <= (640 + 4) / 2
                && ((i_VSync_Pos + 4) & 8);
endmodule
module HitDetector(
  input  i_Clk,
  input  i_Ball_Video,
  input  i_HBlank,
  input  i_HReset,
  input  i_VReset,
  output o_Hit);
  reg hit = 0;
  always @(posedge i_Clk) begin
    if (i_Ball_Video && (i_HReset || i_HBlank)) begin
      hit <= 1;
    end
    if (i_VReset) begin
      hit <= 0;
    end
  end
  assign o_Hit = hit;
endmodule
module Main(
  input  i_Clk,
  output o_VGA_HSync,
  output o_VGA_VSync,
  output o_VGA_Red_0,
  output o_VGA_Red_1,
  output o_VGA_Red_2,
  output o_VGA_Grn_0,
  output o_VGA_Grn_1,
  output o_VGA_Grn_2,
  output o_VGA_Blu_0,
  output o_VGA_Blu_1,
  output o_VGA_Blu_2);
  wire [9:0] w_HSync_Pos, w_VSync_Pos;
  wire       w_Video_Ball;
  wire       w_Video_Net;
  wire       w_HBlank;
  wire       w_HReset, w_VReset;
  wire       w_Hit;
  Vga vga(
    .i_Clk(i_Clk),
    .i_Video(w_Video_Ball | w_Video_Net),
    .o_HSync(o_VGA_HSync),
    .o_VSync(o_VGA_VSync),
    .o_HPos(w_HSync_Pos),
    .o_VPos(w_VSync_Pos),
    .o_HBlank(w_HBlank),
    .o_HReset(w_HReset),
    .o_VReset(w_VReset),
    .o_Red({ o_VGA_Red_0, o_VGA_Red_1, o_VGA_Red_2 }),
    .o_Green({ o_VGA_Grn_0, o_VGA_Grn_1, o_VGA_Grn_2 }),
    .o_Blue({ o_VGA_Blu_0, o_VGA_Blu_1, o_VGA_Blu_2 })
  );
  Ball ball(
    .i_Clk(i_Clk),
    .i_HSync_Pos(w_HSync_Pos),
    .i_VSync_Pos(w_VSync_Pos),
    .i_Hit(w_Hit),
    .o_Video(w_Video_Ball)
  );
  HitDetector hit(
    .i_Clk(i_Clk),
    .i_Ball_Video(w_Video_Ball),
    .i_HBlank(w_HBlank),
    .i_HReset(w_HReset),
    .i_VReset(w_VReset),
    .o_Hit(w_Hit)
  );
  Net net(
    .i_HSync_Pos(w_HSync_Pos),
    .i_VSync_Pos(w_VSync_Pos),
    .o_Video(w_Video_Net)
  );
endmodule
```
`./run.sh`:
```
#!/bin/bash
# OpenROAD 26Q1-2900-gdf79404cd8, Yosys 0.63+post, stock flow scripts
make -C /OpenROAD-flow-scripts/flow DESIGN_CONFIG=/design/flow/config.mk WORK_HOME=/design/flow/orfs finish
```
`./config.mk`:
```
export PLATFORM = sky130hd
export DESIGN_NAME = Main
export DESIGN_NICKNAME = Main
export VERILOG_FILES = /design/flow/design.v
export SDC_FILE = /design/flow/constraint.sdc
export NUM_CORES = 4
export LEC_CHECK = 1
export CORE_UTILIZATION = 40
```
`./constraint.sdc`:
```
current_design Main

set clk_period 4.2
set clk_io_pct 0.2

create_clock -name clk0 -period $clk_period [get_ports {i_Clk}]

set non_clock_inputs [all_inputs -no_clocks]
set_input_delay [expr $clk_period * $clk_io_pct] -clock clk0 $non_clock_inputs
set_output_delay [expr $clk_period * $clk_io_pct] -clock clk0 [all_outputs]
```
==> qor.tcl <==
set qor(outcome) {finished clean}
set qor(placedCellCount) 511
set qor(syn_area_um2) 3730
set qor(layout.cells.non_filler) 527
set qor(power_density_nw_per_um2) 166
set qor(place_hpwl_um) 5360
set qor(die-area_um2) 9730
set qor(max-clock-path-buffers) 2
set qor(post-route-period-util_pct) 94.7
set qor(rsz0062_at_grt) {false}
set qor(critical_path.top_delay_family) {simple AND/OR/NAND/NOR gates}
set qor(critical_path.n_buffers_inverters) 1
set qor(total_cts_buffers) 5
set qor(power.ir.vdd_worst_mv) 0.0953
set qor(worstPathRequired_ps) 3360
set qor(grt_use_met3_pct) 2.45
set qor(worst_path_most_repeated_cell) {nor2_1}
set qor(ys_seq_share_pct) 31.6
set qor(detail_route.wl_per_cell_um) 12.9
set qor(vias) 2724
set qor(worst_slew_pin_slew_ps) 766
set qor(ff_type) {edfxtp_1}
set qor(maxSlewViolCount) 0
set qor(crit_path_start_kind) {flip-flop}
set qor(first_global_vias) 2620
set qor(setup.reg_to_reg.worst_slack_ps) 1520
set qor(syn2layout_area_growth_pct) 12.6
set qor(global_route.overflow_total) 0
set qor(dp_worst_setup_slack_ps) -22.8
set qor(antenna_found_initial) 0
set qor(finClkSkew_ps) 8.43
set qor(ys_seq_elements) 43
set qor(globalRouteMet1Util_pct) 25.3
set qor(fin_setup_tns_ps) 0
set qor(yosys_warnings) 3
set qor(grt_busiest_layer) {met1}
set qor(grt_use_total_pct) 15.4
set qor(fp_util_pct) 42.0
set qor(maxSlewHeadroom_pct) 48.9
set qor(timing.max_cap.violations) 0
set qor(post_synth.cell_area_avg_um2) 9.63
set qor(diodes) 0
set qor(async_flop_share_pct) 0
set qor(die.size.y_um) 98.6
set qor(timing.hold.ws_ps) 455
set qor(global_route.usage.met2_pct) 23.2
set qor(fmax_ghz) 0.251
set qor(post_cts_hold_buffer_count) 0
set qor(yosysChipArea_um2) 3730
set qor(setup-violations-final) 0
set qor(largest_net_degree_at_the_start_of_global_routing) 17
set qor(timing.critical_path.cells) {nand2_1 -> nor2_1 -> nand3_1 -> xnor2_1 -> ha_1 -> a21o_1 -> a21oi_1 -> nor2_1 -> or4_1 -> a211oi_4 -> o21a_2 -> dlygate4sd2_1}
set qor(number_of_library_cell_types_mapped_by_synthesis) 50
set qor(setup.worst_path.class) {reg -> out}
set qor(rows) 34
set qor(critical_path.max_stage_delay_ps) 580
set qor(numPortBuffers) 11
set qor(min_path_type) {reg -> reg}
set qor(log.warning_count) 34
set qor(detailedRoute.firstIterationViolations) 72
set qor(setup.worst_path.end_class) {output port}
set qor(drive_above_1_share_pct) 11.9
set qor(cts_num_sinks) 43
set qor(post-route-util_pct) 47.3
set qor(fp.dieW_um) 98.6
set qor(fin_crit_ps) 3980
set qor(wl_um) 6800
set qor(detail_route.first_pass.iterations) 4
set qor(clock_insertion_delay_worst_skew_ps) 290
set qor(synth-edff-count) 32
set qor(post_drt_via_cell_ratio) 5.17
set qor(worst-path-max-fanout) 5
set qor(finalWorstSetupSlack_ps) 223
set qor(grt_pass1_wl_um) 12000
set qor(yosys-stat-cells) 388
set qor(num_io_pins) 12
set qor(cts-htree-levels) 2
set qor(clkSlewWorstSetupHoldPaths_ps) 80
set qor(detail-route-antenna-nets) 0
set qor(leakage_nw) 2.01
set qor(route.detailed.drc) 0
set qor(tritoncts) {built}
set qor(core_area_um2) 8890
set qor(critical-path-slowest-cell) {or4_1}
set qor(final_number_of_hold_violating_endpoints) 0
set qor(synthCells) 388
set qor(weighted_congestion_at_the_end_of_routability_driven_global_placement) 0.835
set qor(cts.root.buffer_cell) {clkbuf_8}
set qor(arrival_time_of_data_at_the_critical_path_endpoint_ps) 3140
## sequential cells by signal, indices dropped and copies added, names as in the netlist
register	cells
ball.xpos	10
hit.hit	1
ball.xdir	1
vga.sc0.o_VPos	10
ball.ydir	1
vga.sc0.o_HPos	10
ball.ypos	10
## report_power, final
group	switching, W	internal, W	total [W]	leakage (nW)
Combinational	0	0	0.00000000151	1.51
Sequential	0	0.000449	0.000449	0.461
Clock	0.000136	0.000114	0.000250	0.0403
## cell usage after synthesis, types with 2 or more instances
cell type	n	area, um2
clkbuf_1	2	7.51
dfxtp_1	11	220
xor2_1	13	114
a21oi_2	2	17.5
or2_2	2	12.5
and3_1	7	43.8
a41o_1	2	20.0
nand4_1	7	43.8
nor4_1	3	18.8
nor4b_1	2	17.5
o21a_1	3	22.5
or4_1	3	22.5
a31oi_1	3	18.8
nor2b_1	6	37.5
and4_1	2	17.5
inv_1	31	116
or3_1	7	43.8
buf_4	8	60.1
nand3_1	10	50.1
nand2_1	16	60.1
xnor2_1	35	307
o21ai_0	13	65.1
nand2b_1	7	43.8
inv_2	2	7.51
nor3_1	13	65.1
nor3b_1	2	15.0
edfxtp_1	32	961
fa_1	2	40.0
ha_1	66	826
a41oi_1	2	17.5
nor2_1	24	90.1
a21oi_1	22	110
o21ai_1	2	10.0
a21o_1	10	75.1
## routing by layer
layer  routed length (um)  vias up
met5                    0        -
met4                   38        0
met3                  262        2
met2                 2910       43
met1                 3600     1219
li1                     -     1460
## final timing paths
check | startpoint | end | cells past startpoint
min | vga.sc0.o_HPos[0] | vga.sc0.o_HPos[0] | 1
min reg2reg | vga.sc0.o_HPos[0] | vga.sc0.o_HPos[0] | 1
max | ball.ypos[5] | o_VGA_Red_2 | 12
max reg2reg | vga.sc0.o_HPos[0] | ball.ydir | 9
## worst reg2reg max path: cells and delay by family, from the launching register on
kind	cells	cell delay [ps]
simple gates	5	1390
fa+ha+maj	1	170
buf+inv	3	480
flops	1	360
## cell type report
class                      instances  area (um2)
clock inverter                     2        7.51
timing repair buffer              34         275
fill                             797        4690
sequential                        43        1180
inverter                          33         124
multi-input combinational        301        2410
clock buffer                       6        72.6
tap                              108         135
## logic make-up (layout without fill, tap and decap cells)
family / count (synthesis) / count (layout) / share of synthesized area, %
compound gates: 67 / 68 / 11.5
xor+xnor: 48 / 48 / 11.3
fa+ha+maj: 68 / 68 / 23.2
buf+inv: 45 / 75 / 5.39
flops: 43 / 43 / 31.6
simple gates: 117 / 117 / 17.1
## through the flow
stage	cell area (um2)	power (W)
finish	4210	0.000699
global route	4210	0.000728
CTS	4200	0.000711
detailed placement	4020	0.000459
global placement	4020	0.000459
floorplan	3730	0.000459
## timing repair
| action | 4_1_cts | 5_1_grt |
|---|---|---|
| setup endpoints to repair | 9 | 9 |
| pin swaps | 8 | 1 |
| gates resized | 25 | 1 |
| setup buffers | 7 | 0 |
| cloned | 1 | 0 |
## layout by cell type, fill, tap and decap left out, types with 3 or more instances in the layout
master	count
ha_1	63
xnor2_1	35
edfxtp_1	32
inv_1	31
nor2_1	23
buf_4	22
a21oi_1	19
nand2_1	16
xor2_1	13
nor3_1	12
o21ai_0	11
dfxtp_1	11
a21o_1	10
nand3_1	10
dlygate4sd2_1	9
or3_1	7
nand2b_1	7
and3_1	7
nand4_1	7
nor2b_1	6
a21oi_2	5
clkbuf_8	5
o21ai_1	3
or4_1	3
nor4_1	3
o21a_1	3
a31oi_1	3
ha_2	3
Power is estimated from default activity; no workload was simulated.
